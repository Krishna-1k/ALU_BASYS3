==> /design/flow/design.v <==
`timescale 1ns / 1ps
module fivehz_gen(
    input clk_100Mhz,
    input reset,
    output out_clk_5hz
    );
    logic [22:0] counter;
    logic out_clk_five_hz_temp;
    always @(posedge clk_100Mhz or posedge reset)begin
        if(reset) begin
            out_clk_five_hz_temp <= 0;
            counter <= 0;
        end else begin
            counter <= counter + 1;
            if(counter == 4999999) begin
                out_clk_five_hz_temp <= ~out_clk_five_hz_temp; 
                counter <= 0;
            end
        end
    end
    assign out_clk_5hz = out_clk_five_hz_temp;
endmodule
`timescale 1ns / 1ps
module alu_impl(
    input clk,
    input reset,
    input [3:0] data_a,
    input [3:0] data_b,
    input [3:0] alu_sel,
    output [3:0] alu_out,
    output carry_flag
    );
    logic[3:0] alu_result;
    logic carry_flag_temp;
    parameter ADD = 4'b0000;
    parameter SUB = 4'b0001;
    parameter MUL = 4'b0010;
    parameter DIV = 4'b0011;
    parameter BITWISE_AND = 4'b0100;
    parameter BITWISE_OR = 4'b0101;
    always @(posedge clk or posedge reset) begin
        if(reset) begin
            alu_result <= 0;
        end else begin
            case(alu_sel)
                ADD: 
                    {carry_flag_temp, alu_result} <= data_a + data_b;
                SUB:
                    {carry_flag_temp, alu_result} <= data_a - data_b;
                MUL: begin
                    alu_result <= data_a * data_b;
                    carry_flag_temp <= 1'b0;
                    end
                DIV: begin
                    alu_result <= data_a / data_b;
                    carry_flag_temp <= 1'b0;
                    end
                BITWISE_AND: begin
                    alu_result <= data_a & data_b;
                    carry_flag_temp <= 1'b0;
                    end
                BITWISE_OR: begin
                    alu_result <= data_a | data_b;
                    carry_flag_temp <= 1'b0;
                    end
                default: begin
                    alu_result <= data_a + data_b;
                    carry_flag_temp <= 1'b0;
                    end
            endcase
        end
    end
    assign alu_out = alu_result;
    assign carry_flag = carry_flag_temp;
endmodule
`timescale 1ns / 1ps
module alu_wrapper(
    input clk_100Mhz,
    input [3:0] data_a,
    input [3:0] data_b,
    input [3:0] alu_sel,
    input reset,
    output [6:0] seg,
    output [3:0] digit,
    output carry_flag
    );
    logic five_hz_clk;
    logic [3:0] alu_out;
    fivehz_gen clk_gen(
       .clk_100Mhz(clk_100Mhz),
        .reset(reset),
        .out_clk_5hz(five_hz_clk)
    );
    alu_impl core(
        .clk(five_hz_clk),
        .reset(reset),
        .data_a(data_a),
        .data_b(data_b),
        .alu_sel(alu_sel),
        .alu_out(alu_out),
        .carry_flag(carry_flag)
    );
    seg7_control disp(
        .clock(clk_100Mhz),
        .reset(reset),
        .ones(alu_out[0]),
        .twos(alu_out[1]),
        .fours(alu_out[2]),
        .eights(alu_out[3]),
        .seg(seg),
        .digit(digit)
    );
endmodule
`timescale 1ns / 1ps
module seg7_control(
    input clock,
    input reset,
    input ones,
    input twos,
    input fours,
    input eights,
    output logic [6:0] seg,
    output logic [3:0] digit
    );
    parameter ZERO = 7'b0000001;
    parameter ONE = 7'b1001111;
    parameter TWO = 7'b0010010;
    parameter THREE = 7'b0000110;
    parameter FOUR = 7'b1001100;
    parameter FIVE = 7'b0100100;
    parameter SIX = 7'b0100000;
    parameter SEVEN = 7'b0001111;
    parameter EIGHT = 7'b0000000;
    parameter NINE = 7'b0000100;
    logic [1:0] digit_select;
    logic [15:0] digit_time;
    always @(posedge clock or posedge reset) begin
        if(reset) begin
            digit_select <= 0;
            digit_time <= 0;
        end else begin
            if(digit_time == 99) begin
                digit_time <= 0;
                digit_select <= digit_select + 1;
            end else begin
                digit_time <= digit_time + 1;
            end
        end
    end
    always @(digit_select) begin
        case(digit_select)
            2'b00 : digit = 4'b1110;
            2'b01 : digit = 4'b1101;
            2'b10 : digit = 4'b1011;
            2'b11 : digit = 4'b0111;
        endcase
    end
    always @*
        case(digit_select)
            2'b00: begin
                if(ones) begin
                    seg = ONE;
                end else begin
                    seg = ZERO;
                end
            end
            2'b01: begin
                if(twos) begin
                    seg = ONE;
                end else begin
                    seg = ZERO;
                end
            end
            2'b10: begin
                 if(fours) begin
                    seg = ONE;
                end else begin
                    seg = ZERO;
                end
            end
            2'b11: begin
                if(eights) begin
                    seg = ONE;
                end else begin
                    seg = ZERO;
                end
            end 
        endcase
endmodule
==> /design/flow/run.sh <==
#!/bin/bash
# OpenROAD 26Q1-2900-gdf79404cd8, Yosys 0.63+post, stock flow scripts
make -C /OpenROAD-flow-scripts/flow DESIGN_CONFIG=/design/flow/config.mk WORK_HOME=/design/flow/orfs finish
==> /design/flow/config.mk <==
export PLATFORM = sky130hd
export DESIGN_NAME = alu_wrapper
export DESIGN_NICKNAME = alu_wrapper
export VERILOG_FILES = /design/flow/design.v
export SDC_FILE = /design/flow/constraint.sdc
export NUM_CORES = 4
export LEC_CHECK = 1
export CORE_UTILIZATION = 40
==> /design/flow/constraint.sdc <==
current_design alu_wrapper

set clk_period 5.3
set clk_io_pct 0.2

create_clock -name clk0 -period $clk_period [get_ports {clk_100Mhz}]

set non_clock_inputs [all_inputs -no_clocks]
set_input_delay [expr $clk_period * $clk_io_pct] -clock clk0 $non_clock_inputs
set_output_delay [expr $clk_period * $clk_io_pct] -clock clk0 [all_outputs]
==> out/metrics.yaml <==
syn-cell-area_um2: 3230
slew_violations: 0
grt_pass1_vias: 2268
drtAntennaViolNets: 0
tightest_slew_ps: 845
drcViolationCount: 0
die_y_um: 91.9
cp_max_fo: 4
wirelength_um: 5790
start_kind: "flip-flop"
skew_ps: 8.93
leakage_nw: 1.68
vias_per_cell: 5.18
first_iter_violations: 87
synthFlopType: "dfrtp_1"
placed_cell_area_um2: 3520
path_clk_slew_ps: 90
ys_seq_elements: 47
fillers: 727
rows: 32
antenna_found_initial: 0
final_core_util_pct: 47.1
die_x_um: 91.9
clockBufferDepth: 2
htreeDepth: 2
netlist_instances: 330
cts_tree: "built"
io_pins: 26
largest_area_cell: "dfrtp_1"
postCtsSetupBuffers: 0
yosysTopAreaCellShare_pct: 35.6
edf_count: 1
crit_path_end_kind: "output port"
postLayoutCellArea_um2: 3650
pwr_density_cell_nw_per_um2: 203
ys_cells: 330
regArea_um2: 1180
cp_data_arrival_time_ps: 1960
core-area_um2: 7770
fin_crit_ps: 3020
drv_cap: 0
finalSetupTns_ps: 0
rsz0062_at_grt: "no"
drive_gt1_share_pct: 6.57
routabilityCongestion: 0.875
setup_viol: 0
cts_buffers: 5
fp-utilization_pct: 41.6
cts_hold_buf: 0
ys_area_um2: 3230
synth_area_per_cell_um2: 9.79
hp-class: "reg2reg"
grt-ovfl-total: 0
dr_total_vias: 2340
antennaDiodeCount: 0
logic_area_um2: 1900
fmaxAchievable_ghz: 0.331
seq_area_frac_synth_pct: 36.6
untimed_endpoints: 7
syn_to_final_growth_pct: 13.1
clock_latency_ps: 290
grt_pass1_wl_um: 10400
tool_warnings: 40
drt_pass1_iterations: 5
vdd.ir_drop.worst_mv: 0.121
routedWlPerCell_um: 12.8
hold_viol_final: 0
status: "finished clean"
unclocked_pins: 5
dp_hpwl_um: 4400
relSlewSlack_pct: 43.4
topCellsByArea: "dfrtp_1 (36%), ha_1 (14%), xnor2_1 (8.7%), nor2_1 (3.3%), xor2_1 (3.3%)"
yosysWarnings: 3
cp.required_ps: 4240
layout_top_cell: "dfrtp_1"
root_buffer: "clkbuf_8"
port-buffer-count: 22
finalCritPeriodShare_pct: 57.0
die_area_um2: 8440
synth_cell_types: 59
worstSetupPathType: "reg2out"
grt_start_max_net_pins: 48
async_flop_share_pct: 97.9
ctsResizeCount: 0
mostFrequentLayoutCells: "dfrtp_1 (46), ha_1 (35), xnor2_1 (32)"
grt_usage_pct: 15.3
-- report_power, final --
group,switching (mW),internal [mW],total [mW],leakage (nW)
logic,0.0659,0.0525,0.118,0.985
clock network,0.113,0.189,0.302,0.0683
registers,0,0.321,0.321,0.625
total,0.179,0.562,0.741,1.68
-- worst max-delay path: stages (launching register included) --
cell	delay, ps
dfrtp_1	380
inv_1	90
ha_1	220
a222oi_1	350
a21oi_1	200
clkdlybuf4s50_1	440
-- area by class of cell --
class,count,share of cell area [%]
multi-input cells,251,52.0
flip-flops and latches,47,32.3
repair buffers,23,6.23
well taps,102,3.49
inverters,21,2.16
clock buffers,5,1.88
clock inverters,3,1.88
-- through the flow --
| step | instances | worst slack, ps | hold slack (ps) | power, mW |
|---|---|---|---|---|
| finish | 452 | 2280 | 481 | 0.741 |
| CTS | 452 | 2240 | 482 | 0.752 |
| detailed placement | 444 | 2570 | 470 | 0.446 |
| global placement | 444 | 2620 | 462 | 0.445 |
| floorplan | 331 | 3060 | 438 | 0.412 |
| global route | 452 | 2060 | 512 | 0.776 |
-- cell usage after synthesis (all sizes together) (2+ instances only) --
cell	number
a21o	2
a21oi	10
a22oi	2
and3	6
and4	4
buf	8
clkbuf	4
conb	2
dfrtp	46
fa	2
ha	35
inv	21
mux2	3
nand2	26
nand2b	4
nand3	19
nand3b	3
nand4	6
nor2	28
nor2b	4
nor3	6
nor4	5
nor4b	2
o21ai	12
o22ai	2
o311ai	2
o31ai	2
xnor2	32
xor2	12
-- logic make-up (layout without fill, tap and decap cells) --
kind of cell | Yosys count | after routing | share of synthesized area (%)
compound gates | 46 | 46 | 9.88
xor+xnor | 44 | 44 | 11.9
fa+ha+maj | 37 | 37 | 14.8
buf+inv | 33 | 52 | 4.69
flops | 47 | 47 | 36.6
mux | 4 | 4 | 1.47
other cells | 2 | 3 | 0.232
simple gates | 117 | 117 | 20.4
-- flip-flops by register name (all words and copies together) (netlist names) --
name	cells
disp.digit_time	16
core.alu_result	4
disp.digit_select	2
clk_gen.out_clk_five_hz_temp	1
clk_gen.counter	23
core.carry_flag_temp	1
-- worst paths after layout --
kind / depth (start not counted) / start / endpoint / slack, ps
max: 5 / disp.digit_select[0]$_DFFE_PP0N_ / seg[1] / 2280
min: 1 / clk_gen.counter[22]$_DFF_PP0_ / clk_gen.counter[22]$_DFF_PP0_ / 480
max reg2reg: 5 / clk_gen.counter[12]$_DFF_PP0_ / clk_gen.counter[19]$_DFF_PP0_ / 3330
min reg2reg: 1 / clk_gen.counter[22]$_DFF_PP0_ / clk_gen.counter[22]$_DFF_PP0_ / 480
max in group asynchronous: 3 / reset / clk_gen.out_clk_five_hz_temp$_DFFE_PP0N_ / 3680
min in group asynchronous: 3 / reset / disp.digit_time[14]$_DFF_PP0_ / 1220
-- per-layer routing --
| layer | track usage, % | wire length (um) | vias to the layer above |
|---|---|---|---|
| li1 | - | - | 1177 |
| met1 | 22.9 | 2780 | 1102 |
| met2 | 24.8 | 2690 | 54 |
| met3 | 2.62 | 249 | 7 |
| met4 | 1.30 | 71 | 0 |
| met5 | 0 | 0 | - |
No activity file was given, so power comes from the tool's default toggle rates.
